==> ./run.sh <==
#!/bin/bash
# OpenROAD 26Q1-2900-gdf79404cd8, Yosys 0.63+post, stock flow scripts
make -C /OpenROAD-flow-scripts/flow DESIGN_CONFIG=/design/flow/config.mk WORK_HOME=/design/flow/orfs finish
==> ./config.mk <==
export PLATFORM = sky130hd
export DESIGN_NAME = lab2_g2_p3
export DESIGN_NICKNAME = lab2_g2_p3
export VERILOG_FILES = /design/flow/design.v
export SDC_FILE = /design/flow/constraint.sdc
export NUM_CORES = 4
export LEC_CHECK = 1
export CORE_UTILIZATION = 30
==> ./constraint.sdc <==
current_design lab2_g2_p3

set clk_period 16.6
set clk_io_pct 0.2

create_clock -name clk0 -period $clk_period [get_ports {clk}]

set non_clock_inputs [all_inputs -no_clocks]
set_input_delay [expr $clk_period * $clk_io_pct] -clock clk0 $non_clock_inputs
set_output_delay [expr $clk_period * $clk_io_pct] -clock clk0 [all_outputs]
==> ./design.v <==
module lab2_g2_p3(
    input reg clk,
    input  reg [31:0] a,b,
    input  reg [2:0] op,
    output reg [31:0] s,
    output reg n,z,v,c,
    output reg hata
);
always_ff @(posedge clk)
begin
    if(op==3'b000)  
    begin
    s=a+b;
    v=0;
    if(s[31]==1) c=1;     
    else c=0;             
    end
    else if(op==3'b001)  
    begin
    s=a-b;
    v=0;
    if(s[31]==1) c=1;     
    else c=0;             
    end
    else if(op==3'b100)  
    begin
    s=a<<b[4:0];
    v=0;
    if(s[31]==1) c=1;     
    else c=0;             
    end
    else if(op==3'b010)  
    begin
    s=a^b;
    v=0;
    end
    else if(op==3'b101)  
    begin
    s=a>>b[4:0];
    v=0;
    if(s[0]==1) c=1;     
    else c=0;             
    end
    else if(op==3'b110)  
    begin
    s=$signed(a)>>>b[4:0];
    if(s[0]==1) c=1;     
    else c=0;             
    if(a[31]==1'b0 & b[31]==1'b0 & s[31]==1'b1) v=1;
    else if(a[31]==1'b1 & b[31]==1'b1 & s[31]==1'b0) v=1;
    else v=0;
    end
    else if(op==3'b011)  
    begin
    s=a|b;
    v=0;
    end
    else if(op==3'b111)  
    begin
    s=a&b;
    v=0;
    end
    else hata=1;  
    if(s[31]==1'b1) n=1; 
    else n=0;
    if(s==32'b00000000000000000000000000000000) z=1;
    else z=0;               
end
endmodule
==> results.json <==
{
  "htreeDepth": 2,
  "tool_warnings": 91,
  "drc": 0,
  "ff2ff_setup_slack_ns": 13.38,
  "fillers": 3955,
  "clk_latency_ns": 0.31,
  "syn_inst": 1558,
  "max-vdd-ir-drop_mv": 0.03504,
  "min_period_ns": 8.257,
  "clkSlewWorstSetupHoldPaths_ns": 0.07,
  "ctsResizeCount": 0,
  "setup_viol": 0,
  "fin_crit_sh": 0.4974,
  "root_buffer": "clkbuf_16",
  "dp_cells": 2042,
  "clock_skew_ns": 0.01092,
  "min_from": "s[4]",
  "cap_violations": 0,
  "viasPerCell": 6.634,
  "clkSinkCount": 35,
  "relSlewSlack": 0.2999,
  "clockBufferDepth": 2,
  "synth_stat.cells": 1558,
  "rows": 70,
  "postRouteAntennaNets": 0,
  "preCtsSetupSlack_ns": 8.221,
  "worst_slew_pin_slew_ns": 1.043,
  "final_cells": 2054,
  "fp_util": 0.3045,
  "crit_path_cell_trace": "clkdlybuf4s50_1 -> buf_4 -> inv_1 -> ha_1 -> a21o_1 -> a21oi_1 -> a21o_1 -> o21ai_0 -> o21ai_0 -> o21ai_0 -> xnor2_1 -> o2111ai_1 -> nor4_1 -> nand4b_1 -> nor4b_2",
  "track_usage": 0.3337,
  "status": "finished clean",
  "place_congestion": 1.118,
  "yosysUniqueCellTypes": 94,
  "dp_hpwl_um": 49520,
  "placeableCoreArea_mm2": 0.03661,
  "reg2reg_from": "s[6]",
  "ys_warn_count": 1,
  "hold_viol_final": 0,
  "p_per_area_mw_per_mm2": 56.07,
  "die_area_mm2": 0.03794,
  "crit_fanout": 41,
  "critPathLaunchType": "input pin",
  "cts_tree": "built",
  "hold_path_class": "register to register",
  "cp.required_ns": 16.82,
  "cts_setup_buffers": 0,
  "ys_async_sr_fraction": 0,
  "p_leak_nw": 4.983,
  "cpMaxStageDelayCell": "ha_1",
  "io_buffer_count": 103,
  "fin_setup_tns_ns": 0,
  "ios": 105,
  "grt_max_degree": 59,
  "ff_type": "dfxtp_1",
  "holdPathEnd": "s[4]",
  "overflow": 0,
  "cp.arrival_ns": 8.48,
  "area_delta_synth_final_pct": 12.86,
  "postSynthSeqShare": 0.06375,
  "top_layer": "met5",
  "hold_buffers": 0,
  "ys_area_mm2": 0.01115,
  "post_drt_wl_per_cell_um": 30.95,
  "wl_met2_um": 26900,
  "crit_type": "input pin to register",
  "syn_area_mm2": 0.01115,
  "cp-end-kind": "register",
  "wl_met1_um": 26690,
  "met3_length_um": 7551,
  "drive_above_1_share": 0.09418,
  "antenna_found_initial": 4,
  "edf_count": 1,
  "num_vias": 13627,
  "cpPeakStageDelay_ns": 0.66,
  "drtIter0Drc": 1734,
  "synth.avg_cell_area_um2": 7.155,
  "r2r-end": "z",
  "first_global_vias": 12676,
  "rsz0062_at_grt": "false",
  "finalWirelength_um": 63560,
  "slew_violations": 0,
  "whs_path_depth": 4,
  "cts_buffers": 5,
  "worst_slack_ns": 8.343,
  "die_w_um": 194.8,
  "grt_first_pass_wirelength_um": 90520,
  "fmaxAchievable_mhz": 121.1,
  "synth_flops": 35,
  "first_pass_iters": 7,
  "reg2regPathDepth": 10,
  "crit_top_cell": "o21ai_0",
  "die_h_um": 194.8
}
[placed cells by master, fill, tap and decap left out, types with 9 or more instances in the layout]
cell type	instances
a221oi_1	18
mux2_2	27
o2111ai_1	12
and2_1	9
o21bai_1	13
buf_4	38
a22oi_1	13
mux4_2	38
nand4_1	10
nand2b_1	16
xnor2_1	11
a31oi_1	25
nor3_1	32
nor4_1	13
a211oi_1	42
nor2b_1	12
or2_2	9
o221ai_1	15
a211o_1	11
or3_1	10
o311ai_0	9
inv_1	101
ha_1	98
o211ai_1	36
dfxtp_1	34
o22ai_1	24
o31ai_1	16
a21o_1	24
clkdlybuf4s50_1	96
a21oi_1	134
nand3_1	27
o21ai_0	110
nand2_1	130
mux2i_1	61
nor2_1	146
[state kept, by name (all words and copies together), names as in the netlist]
name  count
z         1
s        32
c         1
v         1
[metal layers]
metal	vias to the layer above	global-route usage
li1	5976	-
met1	6591	0.4785
met2	913	0.4851
met3	145	0.09429
met4	2	0.1056
met5	-	0
[area by class of cell]
class | instances | area (um^2) | area share
antenna | 4 | 10.01 | 0.0007955
clock buffer | 8 | 156.4 | 0.01243
inverter | 106 | 399.1 | 0.03172
multi-input combinational | 1294 | 9449 | 0.7510
sequential | 35 | 710.7 | 0.05648
tap | 468 | 585.6 | 0.04654
timing repair buffer | 139 | 1271 | 0.1010
[stage by stage]
step	hold slack, ns	power, mW	area [um^2]	util
4_1_cts	0.8267	0.6910	12570	0.3434
5_1_grt	0.9049	0.7351	12570	0.3434
6_report	0.8260	0.7055	12580	0.3437
2_1_floorplan	0.6263	0.3781	11150	-
3_3_place_gp	0.7881	0.5801	12420	0.3391
3_5_place_dp	0.8174	0.5766	12420	0.3391
[cell families after synthesis]
family,Yosys count,share of synthesized area
other,1,0.0003364
xor gates and xnor gates,12,0.009428
and+or+nand+nor,455,0.1944
adders and majority gates,100,0.1136
buffers and inverters,229,0.08934
muxes,133,0.1688
AOI/OAI and AO/OA,593,0.3604
DFF,35,0.06375
[critical path: cells and delay by family]
family / cells / cell delay (ns)
buffers and inverters: 3 / 1.40
adders and majority gates: 1 / 0.66
and+or+nand+nor: 3 / 0.90
xor gates and xnor gates: 1 / 0.18
AOI/OAI and AO/OA: 7 / 1.96
[worst max path at each step]
stage | cells past startpoint | slack (ns) | endpoint | startpoint
CTS | 15 | 8.50 | z | b[4]
global route | 15 | 8.22 | z | b[4]
finish | 15 | 8.34 | z | b[4]
[power by group]
group          total [mW]  internal (mW)  switching [mW]
clock               0.111         0.0643          0.0467
sequential          0.118          0.101          0.0171
combinational       0.476          0.178           0.299
total               0.706          0.343           0.363
[cells in the mapped netlist, drive strengths merged, types with 18 or more instances]
| library cell | number | share of area |
|---|---|---|
| nor2 | 148 | 0.050 |
| a21oi | 134 | 0.060 |
| nand2 | 130 | 0.044 |
| o21ai | 113 | 0.051 |
| inv | 102 | 0.034 |
| ha | 98 | 0.11 |
| clkbuf | 71 | 0.024 |
| mux2i | 62 | 0.056 |
| buf | 52 | 0.030 |
| a211oi | 42 | 0.028 |
| mux4 | 40 | 0.081 |
| o211ai | 36 | 0.024 |
| dfxtp | 34 | 0.061 |
| nor3 | 33 | 0.015 |
| mux2 | 31 | 0.031 |
| nand3 | 28 | 0.013 |
| a31oi | 25 | 0.014 |
| a21o | 24 | 0.016 |
| o22ai | 24 | 0.013 |
| a221oi | 18 | 0.014 |
Power and IR drop assume default switching activity.
