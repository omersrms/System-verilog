[./config.mk]
export PLATFORM = sky130hd
export DESIGN_NAME = lab4_g2_p1
export DESIGN_NICKNAME = lab4_g2_p1
export VERILOG_FILES = /design/flow/design.v
export SDC_FILE = /design/flow/constraint.sdc
export NUM_CORES = 4
export LEC_CHECK = 1
export CORE_AREA = 10 10 70 70
export DIE_AREA = 0 0 80 80
[./run.sh]
#!/bin/bash
# OpenROAD 26Q1-2900-gdf79404cd8, Yosys 0.63+post, stock flow scripts
make -C /OpenROAD-flow-scripts/flow DESIGN_CONFIG=/design/flow/config.mk WORK_HOME=/design/flow/orfs finish
[./constraint.sdc]
current_design lab4_g2_p1

set clk_period 2.7
set clk_io_pct 0.2

create_clock -name clk0 -period $clk_period [get_ports {clk}]

set non_clock_inputs [all_inputs -no_clocks]
set_input_delay [expr $clk_period * $clk_io_pct] -clock clk0 $non_clock_inputs
set_output_delay [expr $clk_period * $clk_io_pct] -clock clk0 [all_outputs]
[./design.v]
module lab4_g2_p1(
input logic clk,reset,en,
input logic [4:0] D,
input logic baslat,
output logic Y,
output logic mesgul
);
typedef enum{s0,s1,s2,s3,s4,s5,s6,s7} statetype;
statetype state,nextstate;
always_ff @(posedge clk)
state<=nextstate;
always_comb
case(state)
s0:
begin
    if(en && baslat)
        nextstate=s1;
        else nextstate=s0;
    end
s1:
begin
    if(en)
    nextstate=s2;
    else nextstate=s1;
end
s2:
begin 
if(en)
    nextstate=s3;
else nextstate=s2;
end
s3:
begin 
if(en)
    nextstate=s4;
else nextstate=s3;
end
s4:
begin 
if(en)
    nextstate=s5;
    else nextstate=s4;
end
s5:
begin 
if(en)
    nextstate=s6;
    else nextstate=s5;
end
s6:
begin 
if(en)
    nextstate=s7;
    else nextstate=s6;
end
s7:
begin 
if(en)
    nextstate=s0;
    else nextstate=s7;
end
default: 
nextstate=s0;
endcase
always_comb
begin
    if(state==s0)
    begin
        Y=1'b1;
        mesgul=1'b0;
    end
    else if(state==s1)
    begin
        Y=1'b0;
        mesgul=1'b1;
    end
    else if(state==s2)
    begin
        Y=D[0];
        mesgul=1'b1;
    end
    else if(state==s3)
    begin
        Y=D[1];
        mesgul=1'b1;
    end
    else if(state==s4)
    begin
        Y=D[2];
        mesgul=1'b1;
    end
    else if(state==s5)
    begin
        Y=D[3];
        mesgul=1'b1;
    end
    else if(state==s6)
    begin
        Y=D[4];
        mesgul=1'b1;
    end
    else if(state==s7)
    begin
        Y=1'b1;
        mesgul=1'b1;
    end
    else
    begin
        Y=1'b0;
        mesgul=1'b0;
    end
end
endmodule
==> impl_metrics.toml <==
# physical design summary
[status]
outcome = "finished, final reports clean"

[worst_setup_path]
path_class = "in2out"
worst_path_most_repeated_cell = "clkdlybuf4s50_1"
end_kind = "output port"
critPathArrivalTime_ns = 1.88
crit_chain = "clkdlybuf4s50_1 > nor2b_1 > o22ai_1 > a221o_1 > clkdlybuf4s50_1"
crit_required_ns = 2.16
crit_path_top_delay_cell = "clkdlybuf4s50_1"
cp_slowest_stage_delay_ns = 0.40
start_kind = "primary input"
critPathTopFamily = "buffers and inverters"
critical_path_buf_inv_count = 2
path_max_fanout = 1

[layout]
regMostFlops = "state"
mostFrequentLayoutCells = "clkdlybuf4s50_1, nand2_1, clkbuf_4, dfxtp_1"
largest_reg_flops = 3
area_growth_pct = 110
final_util = 0.0971
fillers = 404
reg_top3 = "state x3"
drive_gt1_frac = 0.0938
final_cell_area_sq_um = 332
layout_top_cell = "clkdlybuf4s50_1"

[clocking]
cts_root_buf = "clkbuf_4"
cts_sinks = 3
post_cts_resize_count = 0
postCtsHoldBufs = 0
clkSlewWorstSetupHoldPaths_ns = 0.04
clk_latency_ns = 0.23
cts_buffer_depth = 2
cts_buffers = 3
htreeDepth = 1
tritoncts = "yes"
post_cts_buffers = 0

[timing]
rsz0062_at_grt = "false"
finalCritPeriodShare = 0.897
finalCriticalPeriod_ns = 2.42
setup_viol = 0
layout_setup_ws_ns = 0.278
slew_headroom = 0.845
tightest_slew_ns = 0.233
fin_worst_skew_ns = 0.00277
final.setup.tns_ns = 0
finalHoldViolations = 0
slew_viol_final = 0
fmax_mhz = 413

[synth]
synth_flops = 3
yosysChipArea_sq_um = 158
synthAdderAreaFrac = 0
netlist-cell-type-count = 13
yosys_warnings = 1
yosysSeqAreaShare = 0.381
synthCells = 19
ys_sh_mux = 0
ys_cells = 19
synthesis.area_sq_um = 158
logic_family = "simple AND/OR/NAND/NOR gates"
synthAoiAreaFrac = 0.183
xor_area_frac = 0.167
syn_avg_cell_area_sq_um = 8.30
simple_gate_share = 0.222

[global_route]
first_global_vias = 185
grtUsageTotal = 0.0183
antenna_found_initial = 0
grt_pass1_wl_um = 869
gr-total-overflow = 0
grt_max_degree = 8

[drt]
routedWlPerCell_um = 6.79
drt_iter0_markers = 12
num_vias = 180
wirelength_um = 530
vias_per_cell = 2.31
drtAntennaViolNets = 0
insertedDiodeCount = 0
drt_pre_antenna_iters = 3
post-route-drc-count = 0

[floorplan]
core_area_sq_um = 3420
ios = 11
initCoreUtil = 0.0462
die-area_sq_um = 6400
row_count = 21
die_y_um = 80
fp.dieW_um = 80

[job]
warnings = 26
maxCapViolCount = 0

[pwr]
peakVddDrop_v = 0.000114
pwr_density_cell_nw_per_um2 = 931
leakage_uw = 0.000121

[placement]
place_ws_ns = 0.268
routabilityCongestion = 0.779
port_buffers = 9
placed_cell_area_sq_um = 305

[min_path]
holdCritPathClass = "reg2reg"
==> kinds of logic (layout without fill, tap and decap cells) <==
| kind of cell | after synthesis | after routing |
|---|---|---|
| XOR/XNOR | 3 | 3 |
| AND/OR/NAND/NOR | 7 | 7 |
| AND-OR/OR-AND | 4 | 4 |
| buffers and inverters | 2 | 15 |
| flip-flops | 3 | 3 |
==> final cells by class <==
cell class              instances  area, sq um  area share
clock buffers                   4         26.3      0.0792
multi-input cells              14         90.1       0.272
flip-flops and latches          3         60.1       0.181
inverters                       2         7.51      0.0226
repair buffers                  9         90.1       0.272
well taps                      46         57.6       0.174
==> cell usage after synthesis, drive strengths merged <==
library cell  n  area (sq um)
inv           2          7.51
a221o         1          10.0
or3           1          6.26
xor2          1          8.76
nand3         1          5.00
dfxtp         3          60.1
o21a          1          7.51
xnor2         2          17.5
o21ai         1          5.00
o22ai         1          6.26
nand2         3          11.3
and3          1          6.26
nor2b         1          6.26
==> routing by layer <==
layer	vias up	GRT usage	wire length [um]
li1	92	-	-
met1	76	0.0213	237
met2	10	0.0185	175
met3	2	0.0239	110
met4	0	0.00528	6
met5	-	0	0
==> power breakdown <==
group          total (uW)  internal (uW)  switching, uW
clock                77.3           55.3           22.0
combinational         124           89.5           34.1
sequential            108           70.1           37.8
==> through the flow <==
| step | cells | total power [uW] | hold slack [ns] |
|---|---|---|---|
| after global placement | 74 | 228 | 0.502 |
| final | 78 | 309 | 0.517 |
| after floorplan | 19 | 167 | 0.479 |
| after CTS | 78 | 317 | 0.518 |
| after detailed placement | 74 | 234 | 0.510 |
| after global routing | 78 | 339 | 0.540 |
==> worst paths after layout <==
| path | start | endpoint | slack [ns] | cells after the start |
|---|---|---|---|---|
| hold reg to reg | state[2]$_DFF_P_ | state[2]$_DFF_P_ | 0.52 | 1 |
| hold / removal | state[2]$_DFF_P_ | state[2]$_DFF_P_ | 0.52 | 1 |
| setup reg to reg | state[0]$_DFF_P_ | state[0]$_DFF_P_ | 1.65 | 2 |
| setup / recovery | D[2] | Y | 0.28 | 5 |
Power figures rest on the tool's default switching activity, not on a simulated workload.
