==> design/flow/design.v <==
module multiplier(
    input logic [4:0] a,b,
    output logic [9:0] p
);
logic n1,n2,n3,n4,n5;
logic n6,n7,n8,n9,n10;  
logic n11,n12,n13,n14,n15;  
logic n16,n17,n18,n19,n20;  
logic n21,n22,n23,n24,n25;  
logic s1,s2,s3,s4,s5,c1,c2,c3,c4,c5;  
logic s6,s7,s8,s9,s10,c6,c7,c8,c9,c10;  
logic s11,s12,s13,s14,s15,c11,c12,c13,c14,c15;  
logic s16,s17,s18,s19,s20,c16,c17,c18,c19,c20;  
assign n1=a[0]&b[0];
assign p[0]=n1;
assign n2=a[1]&b[0];
assign n3=a[2]&b[0];
assign n4=a[3]&b[0];
assign n5=a[4]&b[0];
assign n6=a[0]&b[1];
assign n7=a[1]&b[1];
assign n8=a[2]&b[1];
assign n9=a[3]&b[1];
assign n10=a[4]&b[1];
assign {s1,c1}=n2+n6+0;
assign {s2,c2}=n3+n7+s1;
assign {s3,c3}=n4+n8+s2;
assign {s4,c4}=n5+n9+s3;
assign {s5,c5}=n10+s4+0;
assign p[1]=c1;
assign n11=a[0]&b[2];
assign n12=a[1]&b[2];
assign n13=a[2]&b[2];
assign n14=a[3]&b[2];
assign n15=a[4]&b[2];
assign {s6,c6}=c2+n11+0;
assign {s7,c7}=c3+n12+s6;
assign {s8,c8}=c4+n13+s7;
assign {s9,c9}=c5+n14+s8;
assign {s10,c10}=s5+n15+s9;
assign p[2]=c6;
assign n16=a[0]&b[3];
assign n17=a[1]&b[3];
assign n18=a[2]&b[3];
assign n19=a[3]&b[3];
assign n20=a[4]&b[3];
assign {s11,c11}=c7+n16+0;
assign {s12,c12}=c8+n17+s11;
assign {s13,c13}=c9+n18+s12;
assign {s14,c14}=c10+n19+s13;
assign {s15,c15}=s10+n20+s14;
assign p[3]=c11;
assign n21=a[0]&b[4];
assign n22=a[1]&b[4];
assign n23=a[2]&b[4];
assign n24=a[3]&b[4];
assign n25=a[4]&b[4];
assign {s16,c16}=c12+n21+0;
assign {s17,c17}=c13+n22+s16;
assign {s18,c18}=c14+n23+s17;
assign {s19,c19}=c15+n24+s18;
assign {s20,c20}=s15+n25+s19;
assign p[4]=c16;
assign p[5]=c17;
assign p[6]=c18;
assign p[7]=c19;
assign p[8]=c20;
assign p[9]=s20;
endmodule
==> design/flow/run.sh <==
#!/bin/bash
# OpenROAD 26Q1-2900-gdf79404cd8, Yosys 0.63+post, stock flow scripts
make -C /OpenROAD-flow-scripts/flow DESIGN_CONFIG=/design/flow/config.mk WORK_HOME=/design/flow/orfs finish
==> design/flow/config.mk <==
export PLATFORM = sky130hd
export DESIGN_NAME = multiplier
export DESIGN_NICKNAME = multiplier
export VERILOG_FILES = /design/flow/design.v
export SDC_FILE = /design/flow/constraint.sdc
export NUM_CORES = 4
export LEC_CHECK = 1
export CORE_AREA = 10 10 73 73
export DIE_AREA = 0 0 83 83
==> design/flow/constraint.sdc <==
current_design multiplier

set clk_period 11.8
set clk_io_pct 0.2

create_clock -name clk0 -period $clk_period

set non_clock_inputs [all_inputs -no_clocks]
set_input_delay [expr $clk_period * $clk_io_pct] -clock clk0 $non_clock_inputs
set_output_delay [expr $clk_period * $clk_io_pct] -clock clk0 [all_outputs]
==> impl_metrics.csv <==
group,metric,value,unit
pwr,vdd.ir_drop.worst,0.01402,mV
worst_hold_path,holdCritStartpoint,"a[0]",
layout,num-clock-buffers,0,
worst_setup_path,end_kind,"output pin",
final_timing,grt_setup_unrepaired,"false",
worst_setup_path,arrival,8080,ps
worst_setup_path,critPathMostFrequentCell,"sky130_fd_sc_hd__fa_1",
detailed_routing,vias,454,
layout,most-common-layout-cells,"20 x sky130_fd_sc_hd__clkdlybuf4s50_1, 18 x sky130_fd_sc_hd__and2_1, 17 x sky130_fd_sc_hd__inv_1, 15 x sky130_fd_sc_hd__fa_1, 7 x sky130_fd_sc_hd__nand2_1",
layout,area.sequential,0,um2
worst_setup_path,worst-endpoint-required,9440,ps
place,finalWeightedCongestion,0.7686,
worst_setup_path,timing.critical_path.cells,"clkdlybuf4s50_1, and2_1, ha_1, fa_1, inv_1, fa_1, inv_1, fa_1, fa_1, fa_1, inv_1, fa_1, fa_1, fa_1, fa_1, inv_1, fa_1, clkdlybuf4s50_1",
clock_tree,cts_resized,0,
worst_setup_path,slowest_stage_cell_on_the_critical_path,"sky130_fd_sc_hd__clkdlybuf4s50_1",
layout,postLayoutCoreUtil,22.06,%
place,post-dp-hpwl,1157,um
place,port_buffers,20,
floorplan,die.size.x,83,um
pwr,power_frac_seq,0,%
final_timing,timing.final.crit_share,88.49,%
worst_hold_path,hold_class,"in2out",
layout,layout_top_cell,"sky130_fd_sc_hd__clkdlybuf4s50_1",
final_timing,timing_hold_violations_final,0,
layout,nFillCells,414,
final_timing,max_freq,95.76,MHz
clock_tree,post_cts_hold_buffer_count,0,
final_timing,timing.max_slew.rel_slack,87.52,%
yosys,post_synth_num_cell_types,6,
worst_setup_path,start_kind,"input pin",
final_timing,tightestPinTransition,186.7,ps
detailed_routing,highest_layer,"met3",
floorplan,std_cell_rows,22,
yosys,yosysSeqAreaShare,0,%
pwr,pwr_per_cell_area,66.84,mW/mm2
detailed_routing,wl_per_cell,9.315,um
detailed_routing,routed-wl-met3,133,um
yosys,synth_chip_area,573.0,um2
global_routing,grt_first_pass_wirelength,2332,um
pwr,p_sw_share,36.69,%
layout,drive_above_1_share,0,%
clock_tree,cts.repair_timing.setup_buffer_count,0,
global_routing,grt_use_total,3.841,%
floorplan,fp_util,15.31,%
detailed_routing,detail-route-antenna-nets,0,
detailed_routing,detail_route.vias_per_cell,3.492,
floorplan,chipArea,0.006889,mm2
detailed_routing,m1WireLength,505,um
global_routing,grt_antenna_before_repair,0,
floorplan,die_h,83,um
final_timing,finalMaxSlewViolations,0,
final_timing,fin_setup_tns,0,ps
run,count_of_tool_warnings,32,
pwr,share_clk_of_total_power,0,%
detailed_routing,drt-initial-drc-count,4,
pwr,comb_power_share,100.0,%
layout,layout-area-overhead-vs-synth,44.10,%
floorplan,core-area,0.003744,mm2
yosys,syn_area_per_cell,9.096,um2
detailed_routing,drc,0,
worst_setup_path,path_max_fanout,5,
detailed_routing,totalWireLength,1211,um
global_routing,grt_start_max_net_pins,6,
worst_setup_path,timing.critical_path.slowest_cell_delay,530,ps
pwr,p_int,0.00003495,W
detailed_routing,drtPass1Iterations,2,
worst_setup_path,timing.critical_path.buf_inv,6,
global_routing,grt_remaining_overflow,0,
yosys,synthesis.area,573.1,um2
worst_setup_path,timing.critical_path.max_delay_family,"adder cells",
worst_hold_path,whs_endpoint,"p[0]",
worst_setup_path,timing_worst_setup_path_type,"in2out",
yosys,ys_cells,63,
pwr,p_leak,0.3886,nW
place,numPlacedInstances,130,
run,maxCapViolations,0,
floorplan,io_pins,20,
detailed_routing,antenna-diode-count,0,
layout,flop-count,0,
detailed_routing,wl_met2,572,um
yosys,yosys_warnings,0,
worst_hold_path,worstHoldPathCells,3,
final_timing,setup_viol,0,
final_timing,post-route-min-period,10440,ps
pwr,power_dissipated_by_switching_net_loads,0.00002025,W
global_routing,grt_pass1_vias,494,
outcome,result_of_the_run,"finished, final reports clean",
layout,fin_cells,130,
yosys,post_synth_inst_count,63,
-- layout make-up --
| cell class | count | area, um2 | share of cell area [%] |
|---|---|---|---|
| Multi-Input combinational cell | 45 | 501.7 | 60.76 |
| Timing Repair Buffer | 20 | 200.2 | 24.24 |
| Inverter | 17 | 63.81 | 7.727 |
| Tap cell | 48 | 60.06 | 7.273 |
-- how the worst max path moves through the flow --
stage     startpoint    to  cells after the start
5_1_grt         b[0]  p[8]                     18
4_1_cts         a[0]  p[8]                     18
6_report        b[0]  p[8]                     18
-- layer usage --
| metal | global-route usage (%) | vias up |
|---|---|---|
| li1 | - | 214 |
| met1 | 5.045 | 227 |
| met2 | 6.075 | 13 |
| met3 | 1.673 | 0 |
| met4 | 0 | 0 |
| met5 | 0 | - |
-- cells by family after synthesis --
kind of cell	count (synthesis)	synth area share, %
AND/OR/NAND/NOR	25	24.24
adder cells (fa/ha/maj)	20	63.32
buffers and inverters	18	12.45
-- metrics by stage --
step | hold WS, ps | worst slack (ps) | instance area, um2 | total power [W]
floorplan | 4896 | 2407 | 573.1 | 0.00002353
global placement | 5762 | 1313 | 825.8 | 0.00005737
detailed placement | 5780 | 1298 | 825.8 | 0.00005776
CTS | 5785 | 1295 | 825.8 | 0.00005810
global route | 5843 | 1002 | 825.8 | 0.00006671
finish | 5761 | 1358 | 825.8 | 0.00005520
-- synth_stat cells (all sizes together) --
cell type   n  area (um2)
buf         1       7.510
and2       18       112.6
inv        17       63.81
ha          5       62.56
nand2       7       26.28
fa         15       300.3
-- power by group through the flow --
stage | sequential (W) | combinational, W | clock, W
after global routing | 0 | 0.0000667 | 0
after CTS | 0 | 0.0000581 | 0
final | 0 | 0.0000552 | 0
Power is estimated from default activity; no workload was simulated.
